<file path="./run.sh">
#!/bin/bash
# OpenROAD 26Q1-2900-gdf79404cd8, Yosys 0.63+post, stock flow scripts
make -C /OpenROAD-flow-scripts/flow DESIGN_CONFIG=/design/flow/config.mk WORK_HOME=/design/flow/orfs finish
</file>
<file path="./config.mk">
export PLATFORM = sky130hd
export DESIGN_NAME = DIVIDER
export DESIGN_NICKNAME = DIVIDER
export VERILOG_FILES = /design/flow/design.v
export SDC_FILE = /design/flow/constraint.sdc
export NUM_CORES = 4
export LEC_CHECK = 1
export CORE_UTILIZATION = 30
</file>
<file path="./constraint.sdc">
current_design DIVIDER

set clk_period 3.5
set clk_io_pct 0.2

create_clock -name clk0 -period $clk_period [get_ports {CLKI}]

set non_clock_inputs [all_inputs -no_clocks]
set_input_delay [expr $clk_period * $clk_io_pct] -clock clk0 $non_clock_inputs
set_output_delay [expr $clk_period * $clk_io_pct] -clock clk0 [all_outputs]
</file>
<file path="./design.v">
module DIVIDER (
    CLKI, RST, CLKO
);
    input CLKI, RST;
    output wire CLKO;
    reg [26:0] count;
    reg CLKO;
    always @(posedge CLKI or posedge RST) begin
        if(RST) begin
            count <= 27'b0;
            CLKO <= 1'b0;
        end
        else if(count == 27'd99999999) begin
            count <= 27'b0;
            CLKO <= ~CLKO;
        end
        else begin
            count <= count + 27'd1;
            CLKO <= CLKO;
        end
    end
endmodule
</file>
==> flow_metrics.py <==
# Physical implementation metrics
metrics = {
    "clock_tree": {
        "cts_hold_buf": 0,
        "clockBufferDepth": 2,
        "post_cts_resize_count": 0,
        "clk_latency_ns": 0.27,
        "clock_sinks": 28,
        "clock-root-buffer": "clkbuf_8",
        "cts_tree": "yes",
        "cts_buffers": 3,
        "htreeDepth": 1,
        "postCtsSetupBuffers": 0,
        "clkTransAtPathRegs_ns": 0.10,
    },
    "logic_synthesis": {
        "yosysCellCount": 149,
        "yosys.area.top_type_share_pct": 48.8,
        "yosysChipArea_um2": 1440,
        "flop_cell": "dfrtp_1",
        "synth_top_cell_by_area": "dfrtp_1",
        "yosys_warnings": 1,
        "synth_seq_share_pct": 48.8,
        "syn-instance-count": 149,
        "synth-async-reset-ratio_pct": 100,
        "topCellsByArea": "dfrtp_1, xor2_1, nand3_1",
        "edf_count": 0,
        "syn_area_um2": 1440,
        "ys.flops": 28,
        "synth_cell_types": 34,
        "avgSynthCellArea_um2": 9.63,
    },
    "critical_path": {
        "crit_chain": "nand3_2 -> or4_1 -> or4_1 -> a21oi_1",
        "critPathKind": "flip-flop to flip-flop",
        "path_common_cell": "or4_1",
        "reg2reg_from": "count[10]",
        "cp.arrival_ns": 2.21,
        "startpoint": "count[10]",
        "worst_path_max_delay_cell": "or4_1",
        "worstSetupStartpointType": "flip-flop",
        "cp.required_ns": 3.71,
        "cpPeakStageDelay_ns": 0.69,
        "worst_setup_path_end_kind": "flip-flop",
        "cp_max_fo": 9,
    },
    "final_timing": {
        "setup_viol": 0,
        "maxSlewViolCount": 0,
        "fin_crit_ns": 2.01,
        "final.setup_skew_ns": 0.00545,
        "fmax_ghz": 0.499,
        "worst_pin_slew_ns": 0.624,
        "hold_ws_ns": 0.473,
        "hold_violations": 0,
        "rsz0062_at_grt": "false",
        "finalCritPeriodShare_pct": 57.3,
        "setup_tns_ns": 0,
        "relSlewSlack_pct": 58.1,
    },
    "floorplan": {
        "io_pins": 3,
        "die_h_um": 71.2,
        "chipArea_um2": 5060,
        "rows": 24,
        "fp_util_pct": 32.1,
        "coreArea_um2": 4470,
        "die_w_um": 71.2,
    },
    "placed_design": {
        "placedCellCount": 202,
        "port_buffers": 2,
        "placedInstanceArea_um2": 1520,
        "gp_congestion": 0.871,
        "dp_hpwl_um": 2080,
    },
    "global_routing": {
        "antenna_found_initial": 0,
        "grt_usage_pct": 12.7,
        "grt_pass1_wl_um": 5030,
        "grt_pass1_vias": 1104,
        "grt_max_degree": 29,
        "gr-total-overflow": 0,
    },
    "finish": {
        "drive_above_1_share_pct": 7.14,
        "lay_top_cells": "dfrtp_1, nand3_1, nand2_1",
        "post-route-util_pct": 35.6,
        "post-route-cell-area_um2": 1590,
        "final_common_cell": "dfrtp_1",
        "fin_cells": 206,
        "syn_to_final_growth_pct": 11.1,
        "n_fill_cell": 429,
    },
    "min_path": {
        "hold_class": "flip-flop to flip-flop",
        "holdCritStartpoint": "CLKO",
    },
    "route": {
        "drt-initial-drc-count": 103,
        "final_antenna_net_count": 0,
        "drc": 0,
        "firstDrtPassIters": 4,
        "postRouteWirelength_um": 2880,
        "dr_total_vias": 1135,
        "n_antenna_cell": 0,
        "wl_per_cell_um": 14.0,
        "avgViaCountPerCell": 5.51,
    },
    "power_and_ir_drop": {
        "peakVddDrop_uv": 145,
        "total_leakage_power_nw": 0.688,
        "powerDensity_nw_per_um2": 365,
    },
    "run_status": {
        "status": "complete, no violations",
    },
    "run": {
        "tool_warnings": 25,
        "cap_violations": 0,
    },
}
[area by class of cell]
type | count | area (um^2) | area share [%]
Clock buffer | 3 | 41.3 | 2.59
Sequential cell | 28 | 701 | 44.0
Multi-Input combinational cell | 113 | 703 | 44.1
Clock inverter | 1 | 30.0 | 1.88
Timing Repair Buffer | 4 | 35.0 | 2.20
Tap cell | 52 | 65.1 | 4.08
Inverter | 5 | 18.8 | 1.18
[per-layer routing]
| layer | share of wire (%) | global-route usage (%) | up-vias | wire length [um] |
|---|---|---|---|---|
| met4 | 2.2 | 3.11 | 0 | 64 |
| li1 | - | - | 559 | - |
| met1 | 48 | 18.5 | 541 | 1390 |
| met2 | 45 | 20.0 | 29 | 1310 |
| met5 | 0 | 0 | - | 0 |
| met3 | 4.2 | 2.31 | 6 | 120 |
[state kept, by name (all words and copies together), names as in the netlist]
register  count
count        27
CLKO          1
[where the power goes]
part,leakage (nW),internal (W),switching (W),total (W)
logic,0.271,0.00000179,0.00000597,0.00000776
clock network,0.0357,0.000153,0.0000983,0.000251
registers,0.382,0.000323,0,0.000323
[through the flow]
| step | setup WS [ns] | total power [W] |
|---|---|---|
| detailed placement | 1.52 | 0.000338 |
| global route | 1.33 | 0.000605 |
| floorplan | 1.66 | 0.000334 |
| finish | 1.49 | 0.000582 |
| global placement | 1.56 | 0.000338 |
| CTS | 1.50 | 0.000589 |
[synth_stat cells (all sizes together), types with 2 or more instances]
master and number:
o311ai 2, o21ai 3, or3 3, nor2 9, o31ai 4, nor4 2, a31oi 2, xnor2 5
clkbuf 2, nand3 18, xor2 10, a21oi 6, nor3 7, and4 2, nand2 16, and3 5
or4 5, nand4 4, inv 5, dfrtp 28
[critical path: cells and delay by family (launching register included)]
kind            cells  cell delay, ns
simple gates        3            1.32
compound gates      1            0.15
flops               1            0.47
[final timing paths]
path,endpoint,slack [ns],depth (start not counted)
max in group asynchronous,count[14],2.48,3
min reg2reg,CLKO,0.47,1
min,CLKO,0.47,1
max,count[21],1.49,4
min in group asynchronous,count[26],0.77,3
max reg2reg,count[21],1.49,4
[cells by family after synthesis]
group                      share of synthesized area [%]
xor gates and xnor gates                            9.15
buffers and inverters                               2.18
adders and majority gates                          0.872
and+or+nand+nor                                     29.3
DFF                                                 48.8
AOI/OAI and AO/OA                                   9.68
Power is estimated from default activity; no workload was simulated.
